<file path="./config.mk">
export PLATFORM = sky130hd
export DESIGN_NAME = bin2bcd
export DESIGN_NICKNAME = bin2bcd
export VERILOG_FILES = /design/flow/design.v
export SDC_FILE = /design/flow/constraint.sdc
export NUM_CORES = 4
export LEC_CHECK = 1
export CORE_AREA = 10 10 100 100
export DIE_AREA = 0 0 110 110
</file>
<file path="./constraint.sdc">
current_design bin2bcd

set clk_period 2.9
set clk_io_pct 0.2

create_clock -name clk0 -period $clk_period [get_ports {i_Clock}]

set non_clock_inputs [all_inputs -no_clocks]
set_input_delay [expr $clk_period * $clk_io_pct] -clock clk0 $non_clock_inputs
set_output_delay [expr $clk_period * $clk_io_pct] -clock clk0 [all_outputs]
</file>
<file path="./design.v">
module bin2bcd #( 
 parameter INPUT_WIDTH = 6, 
 parameter DECIMAL_DIGITS = 2 
 )(
 input i_Clock, 
 input [INPUT_WIDTH - 1 : 0] i_Binary, 
 input i_Start, 
 output [DECIMAL_DIGITS * 4 - 1 : 0] o_BCD, 
 output o_DV 
 );
 parameter s_IDLE = 3'b000, s_SHIFT = 3'b001, s_CHECK_SHIFT_INDEX = 3'b010, s_ADD = 3'b011, 
    s_CHECK_DIGIT_INDEX = 3'b100, s_BCD_DONE = 3'b101;
 reg [2:0] r_SM_Main = s_IDLE; 
 reg [DECIMAL_DIGITS*4 - 1 : 0] r_BCD = 0;
  reg [INPUT_WIDTH-1:0] r_Binary = 0;
  reg [DECIMAL_DIGITS-1:0] r_Digit_Index = 0;
  reg [7:0] r_Loop_Count = 0;
  wire [3:0] w_BCD_Digit; 
 reg r_DV = 1'b0; 
  always @(posedge i_Clock) begin 
      case (r_SM_Main) 
        s_IDLE :
          begin
            r_DV <= 1'b0;
            if (i_Start == 1'b1) 
              begin
                r_Binary  <= i_Binary; 
                r_SM_Main <= s_SHIFT; 
                r_BCD     <= 0;
              end
            else
              r_SM_Main <= s_IDLE; 
          end
        s_SHIFT :
          begin
            r_BCD     <= r_BCD << 1;
            r_BCD[0]  <= r_Binary[INPUT_WIDTH-1]; 
            r_Binary  <= r_Binary << 1; 
            r_SM_Main <= s_CHECK_SHIFT_INDEX; 
          end          
        s_CHECK_SHIFT_INDEX :
          begin
            if (r_Loop_Count == INPUT_WIDTH-1)
              begin
                r_Loop_Count <= 0; 
                r_SM_Main    <= s_BCD_DONE; 
              end
            else
              begin
                r_Loop_Count <= r_Loop_Count + 1; 
                r_SM_Main    <= s_ADD; 
              end
          end
        s_ADD :
          begin
            if (w_BCD_Digit > 4) 
              begin                                     
                r_BCD[(r_Digit_Index*4)+:4] <= w_BCD_Digit + 3; 
              end
            r_SM_Main <= s_CHECK_DIGIT_INDEX;  
          end       
        s_CHECK_DIGIT_INDEX :
          begin
            if (r_Digit_Index == DECIMAL_DIGITS-1) 
              begin
                r_Digit_Index <= 0;
                r_SM_Main     <= s_SHIFT;
              end
            else
              begin
                r_Digit_Index <= r_Digit_Index + 1; 
                r_SM_Main     <= s_ADD;
              end
          end
        s_BCD_DONE :
          begin
            r_DV      <= 1'b1; 
            r_SM_Main <= s_IDLE;
          end
        default :
          r_SM_Main <= s_IDLE; 
      endcase
    end  
  assign w_BCD_Digit = r_BCD[r_Digit_Index*4 +: 4];       
  assign o_BCD = r_BCD;                            
  assign o_DV  = r_DV; 
endmodule  
</file>
<file path="./run.sh">
#!/bin/bash
# OpenROAD 26Q1-2900-gdf79404cd8, Yosys 0.63+post, stock flow scripts
make -C /OpenROAD-flow-scripts/flow DESIGN_CONFIG=/design/flow/config.mk WORK_HOME=/design/flow/orfs finish
</file>
==> impl_metrics.yaml <==
# yosys + openroad results
drt:
  vias: 1047
  routed_via_density: 4.074
  routed_wl_um: 2923
  drt-initial-drc-count: 79
  post-route-drc-count: 0
  drt_pre_antenna_iters: 4
  drt_antenna_net_count: 0
  insertedDiodeCount: 0
  avgRoutedWirePerCell_um: 11.37
synthesis:
  postSynthCellCount: 139
  post_synth_top_area_share: 0.4773
  post_synth_main_area_contributors: "edfxtp_1, mux2_2, ha_1, nor2_1, dfxtp_1"
  synth.yosys.seq_area_share: 0.5155
  yosys_register_bits: 28
  ys_types: 39
  synth_top_cell_by_area: "edfxtp_1"
  syn_area_mm2: 0.001573
  synth_warnings: 1
  synth.yosys.num_cells: 139
  synth_chip_area_mm2: 0.001573
  post_synthesis_area_per_instance_um2: 11.31
setup_path:
  r2r_start: "r_Digit_Index[0]"
  cp_data_arrival_time_ns: 2.08
  timing_worst_setup_path_type: "flop to flop"
  worst-r2r-setup-slack_ns: 0.76
  worstPathRequired_ns: 2.84
  path_max_fanout: 12
  startpoint: "r_Digit_Index[0]"
  critPathCaptureType: "flop"
  worst-r2r-cell-count: 6
  worstReg2RegEnd: "r_BCD[3]"
  crit_end: "r_BCD[3]"
  startpoint_type: "flop"
timing:
  slew_headroom: 0.5237
  worst_pin_slew_ns: 0.7118
  setup_viol_count_final: 0
  min_period_over_period: 0.7367
  final_period_minus_worst_setup_slack_ns: 2.136
  slew_viol_final: 0
  timing_hold_violations_final: 0
  grt_setup_unrepaired: "false"
  timing.clock.skew_ns: 0.002128
  maxClockFrequency_ghz: 0.4681
  totalNegativeSetupSlack_ns: 0
  setup_ws_final_ns: 0.7636
flow_run:
  warning_count: 28
  max_cap_viol_count: 0
floorplanning:
  core_area_mm2: 0.007807
  die.size.x_um: 110
  std_cell_rows: 32
  design.die.area_mm2: 0.01210
  die-height_um: 110
  ioPinCount: 17
  floorplan.core_util: 0.2014
clock_network:
  postCtsHoldBufs: 0
  clk_pin_slew_ns: 0.09
  cts_buffers: 3
  cts_root_buf: "clkbuf_8"
  cts_tree: "built"
  post_cts.repair.setup_buffers: 0
  cts_htree_levels: 1
  cts_sinks: 28
  post_cts_resize_count: 0
  clock_insertion_delay_worst_skew_ns: 0.27
  cts_max_path_buffers: 2
layout:
  post_route_cells_drive_above_1_share: 0.1097
  layout_top_cell: "edfxtp_1"
  lay_top_cells: "edfxtp_1, nor2_1, clkdlybuf4s50_1"
  area_growth_pct: 21.48
  final_cells: 257
placement:
  dpl.cell_count: 253
  buffer_ports.inserted: 16
  pre_cts_setup_slack_ns: 0.7520
  dpl.hpwl_um: 2214
  gp_congestion: 0.8624
global_routing:
  global_route.usage.total: 0.04968
  first_pass_grt_wire_length_um: 4850
  vias_in_the_first_global_route: 969
  grt_overflow_total: 0
  grt_start_max_net_pins: 23
  initial_antenna_violation_count: 0
hold_path:
  hold_path.class: "flop to flop"
pwr:
  power_density_over_the_cells_mw_per_mm2: 1041
  total_leakage_power_uw: 0.0006475
  vdd.ir_drop.worst_uv: 380.2
outcome:
  outcome: "finished clean"
[state kept, by name, summed over array words and instances, names as in the netlist]
signal,flops
r_DV,1
r_Binary,6
r_SM_Main,3
r_Digit_Index,2
r_BCD,8
r_Loop_Count,8
[worst min-delay path by stage]
stage | start | to | slack [ns] | cells past startpoint
4_1_cts | r_Binary[0] | r_Binary[1] | 0.56 | 1
6_report | r_Binary[0] | r_Binary[1] | 0.56 | 1
5_1_grt | r_Binary[2] | r_Binary[3] | 0.59 | 1
[layer usage]
metal	vias to the layer above	wire (µm)	track usage
li1	542	-	-
met1	482	1508	0.07388
met2	21	1293	0.07451
met3	2	98	0.009401
met4	0	23	0.01022
met5	-	0	0
[where the power goes]
part | total [µW] | internal (µW) | switching, µW
clock network | 300 | 185 | 115
logic | 740 | 392 | 348
registers | 948 | 716 | 233
total | 1990 | 1290 | 696
[logic make-up (layout without fill, tap and decap cells)]
family / after synthesis / in the layout / synth area share
adders and majority gates: 6 / 6 / 0.04773
xor gates and xnor gates: 8 / 8 / 0.04455
muxes: 10 / 10 / 0.06922
buffers and inverters: 11 / 27 / 0.03261
and+or+nand+nor: 55 / 55 / 0.1909
AOI/OAI and AO/OA: 21 / 21 / 0.09944
DFF: 28 / 28 / 0.5155
[critical path, cell delays in order, from the launching register on]
cell      delay, ns
edfxtp_1       0.69
mux2_2         0.25
nand2_1        0.07
ha_1           0.20
nor3_1         0.17
o21ai_0        0.10
nand2b_1       0.33
[metrics by stage]
stage | util | cell area [µm²] | power [µW] | hold slack, ns
2_1_floorplan | - | 1573 | 1404 | 0.5232
3_3_place_gp | 0.2356 | 1839 | 1702 | 0.5315
3_5_place_dp | 0.2356 | 1839 | 1706 | 0.5340
4_1_cts | 0.2447 | 1911 | 2009 | 0.5574
5_1_grt | 0.2447 | 1911 | 2146 | 0.5884
6_report | 0.2447 | 1911 | 1989 | 0.5588
[cell usage after synthesis (all sizes together)]
library cell,number
xnor2,5
a211oi,2
and3,2
o21ai,5
nor2,18
nor3,7
mux2i,3
clkbuf,1
nand4bb,1
nor4,1
dfxtp,3
nor2b,7
a31oi,2
a21oi,4
a311oi,1
mux2,7
o32ai,1
or3,1
nand2b,3
buf,4
ha,6
nand3,3
a22o,2
nand4,1
o22ai,2
nor3b,2
edfxtp,25
inv,6
a2111oi,1
nand3b,1
nand2,7
or2,1
o221ai,1
xor2,3
[final cells by class]
cell class	count	area (µm²)
clock buffer	3	41.29
tap	102	127.6
fill	819	5897
inverter	6	22.52
multi-input combinational	100	710.7
clock inverter	1	30.03
sequential	28	810.8
timing repair buffer	17	167.7
Power and IR drop assume default switching activity.
