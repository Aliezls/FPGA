==> design.v <==
module Counter(input clk,rst,
output reg [3:0] r_Num);
always @(posedge clk or negedge rst) begin
if(!rst) begin
r_Num<=0;
end
else if(r_Num<15) begin
r_Num<=r_Num+1;
end
else begin
r_Num<=0;
end
end
endmodule
==> run.sh <==
#!/bin/bash
# OpenROAD 26Q1-2900-gdf79404cd8, Yosys 0.63+post, stock flow scripts
make -C /OpenROAD-flow-scripts/flow DESIGN_CONFIG=/design/flow/config.mk WORK_HOME=/design/flow/orfs finish
==> config.mk <==
export PLATFORM = sky130hd
export DESIGN_NAME = Counter
export DESIGN_NICKNAME = Counter
export VERILOG_FILES = /design/flow/design.v
export SDC_FILE = /design/flow/constraint.sdc
export NUM_CORES = 4
export LEC_CHECK = 1
export CORE_AREA = 10 10 70 70
export DIE_AREA = 0 0 80 80
==> constraint.sdc <==
current_design Counter

set clk_period 1.5
set clk_io_pct 0.2

create_clock -name clk0 -period $clk_period [get_ports {clk}]

set non_clock_inputs [all_inputs -no_clocks]
set_input_delay [expr $clk_period * $clk_io_pct] -clock clk0 $non_clock_inputs
set_output_delay [expr $clk_period * $clk_io_pct] -clock clk0 [all_outputs]
==> results.sh <==
# yosys + openroad results
export IMPL_chip_area_from_the_yosys_synthesis_statistics_um2=164
export IMPL_critical_path_top_delay_family="buffers and inverters"
export IMPL_ir_worst_vdd_v=0.000147
export IMPL_top_area_cell="dfrtp_1"
export IMPL_max_flop_register="r_Num"
export IMPL_rows=21
export IMPL_yosysCellCount=12
export IMPL_floorplan_die_area_mm2=0.00640
export IMPL_die_size_y_um=80
export IMPL_hold_buf_cts=0
export IMPL_drt_first_iter_violations=1
export IMPL_tritoncts_clock_tree="built"
export IMPL_timing_fmax_ghz=0.702
export IMPL_ff_latch_area_um2=101
export IMPL_slew_headroom_pct=88.5
export IMPL_largest_register_ffs=4
export IMPL_detailedRoute_firstPassIterationCount=2
export IMPL_core_util_floorplan_pct=4.80
export IMPL_globalplace_congestion=0.671
export IMPL_design_power_total_mw=0.248
export IMPL_clock_latency_late_pin_ns=0.24
export IMPL_outcome="finished, final reports clean"
export IMPL_classification_of_the_worst_setup_path="reg2out"
export IMPL_synth_cell_types=9
export IMPL_netlist_area_um2=164
export IMPL_finalHoldViolations=0
export IMPL_topCellsByArea="dfrtp_1, ha_1, a311o_1"
export IMPL_grt_usage_pct=1.55
export IMPL_logic_area_um2=60.1
export IMPL_synth_area_per_cell_um2=13.7
export IMPL_ys_flops=4
export IMPL_n_antenna_cell=0
export IMPL_cts_reportedPaths_clkPinSlew_ns=0.04
export IMPL_critPathMaxFanout=5
export IMPL_fin_hold_ws_ns=0.256
export IMPL_max_slew_worst_pin_slew_ns=0.172
export IMPL_htreeDepth=1
export IMPL_clock_skew_ns=0.00172
export IMPL_gr_total_overflow=0
export IMPL_floorplan_io_pins=6
export IMPL_grt_setup_unrepaired="false"
export IMPL_syn_inst=12
export IMPL_drtAntennaViolNets=0
export IMPL_io_buffers=5
export IMPL_openroad_warnings=25
export IMPL_nFillCells=398
export IMPL_mostFrequentLayoutCells="clkdlybuf4s50_1, clkbuf_4, dfrtp_1"
export IMPL_route_detailed_vias_per_inst=2.12
export IMPL_first_pass_grt_wire_length_um=676
export IMPL_critical_path_buf_inv_count=1
export IMPL_grt_antenna_before_repair=0
export IMPL_clock_root_buffer="clkbuf_4"
export IMPL_numCtsBuffers=3
export IMPL_end_kind="output port"
export IMPL_first_global_vias=135
export IMPL_cts_path_max_buffers=2
export IMPL_core_area_mm2=0.00342
export IMPL_timing_final_crit_period_ns=1.42
export IMPL_critPathSlowestCell="clkdlybuf4s50_1"
export IMPL_slew_violations=0
export IMPL_totalNegativeSetupSlack_ns=0
export IMPL_pin_count_of_the_biggest_net_entering_global_routing=6
export IMPL_layout_area_overhead_vs_synth_pct=89.3
export IMPL_critPathRequiredTime_ns=1.20
export IMPL_cts_num_sinks=4
export IMPL_layout_drive_gt1_share_pct=31.8
export IMPL_vias=144
export IMPL_post_dp_cell_area_um2=272
export IMPL_p_leak_nw=0.134
export IMPL_timing_critical_path_slowest_cell_delay_ns=0.49
export IMPL_layout_cell_area_non_filler_um2=310
export IMPL_yosys_warnings=1
export IMPL_netlist_area_leader_share_pct=61.1
export IMPL_timing_hold_worst_class="in2async"
export IMPL_setup_viol=0
export IMPL_drt_total_wl_um=435
export IMPL_mostFrequentLayoutCell="clkdlybuf4s50_1"
export IMPL_layout_worst_path_cycle_share_pct=95.0
export IMPL_worst_endpoint_arrival_ns=1.12
export IMPL_wl_per_cell_um=6.40
export IMPL_synth_yosys_seq_area_share_pct=61.1
export IMPL_reg_top3="r_Num x4"
export IMPL_remaining_drc_errors=0
export IMPL_die_size_x_um=80
export IMPL_crit_path_start_kind="flip-flop"
export IMPL_cp_cell_sequence="clkdlybuf4s50_1"
export IMPL_max_cap_violations=0
export IMPL_p_per_cell_area_mw_per_mm2=800
## cells by family (layout without fill, tap and decap cells)
group / after synthesis / in the layout / share of synthesized area, %
XOR/XNOR: 1 / 1 / 5.34
AND/OR/NAND/NOR: 3 / 3 / 13.7
flip-flops: 4 / 4 / 61.1
buffers and inverters: 1 / 11 / 2.29
AND-OR/OR-AND: 2 / 2 / 9.93
adder cells (fa/ha/maj): 1 / 1 / 7.63
## per-layer routing
metal | GRT usage [%] | vias to the layer above | part of all wire (%)
li1 | - | 66 | -
met1 | 1.47 | 64 | 36
met2 | 1.20 | 9 | 27
met3 | 3.07 | 5 | 34
met4 | 0.528 | 0 | 2.8
met5 | 0 | - | 0
## final timing paths
path	startpoint	endpoint	slack, ns	cells after the start
min reg2reg	r_Num[0]	r_Num[0]	0.50	1
max	r_Num[3]	r_Num[3]	0.08	1
min	rst	r_Num[3]	0.26	1
max in group asynchronous	rst	r_Num[2]	1.07	1
max reg2reg	r_Num[0]	r_Num[3]	0.40	3
min in group clk0	r_Num[0]	r_Num[0]	0.50	1
## layout make-up
type                    instances  share of cell area (%)
clock buffers                   3                    7.26
multi-input cells               7                    19.4
flip-flops and latches          4                    32.7
inverters                       1                    1.21
well taps                      46                    18.5
repair buffers                  7                    21.0
## through the flow
step           std cells  util [%]  setup WS (ns)
5_1_grt               68      9.08         0.0233
4_1_cts               66      8.61         0.0109
3_5_place_dp          63      7.95          0.272
6_report              68      9.08         0.0753
2_1_floorplan         12         -          0.496
3_3_place_gp          63      7.95          0.284
## timing repair
| action | 4_1_cts | 5_1_grt |
|---|---|---|
| buffers inserted | 0 | 2 |
| endpoints found under the hold margin | 0 | 0 |
| setup endpoints to repair | 0 | 1 |
| gates resized | 0 | 1 |
## synth_stat cells
cell,number
a311o_1,1
inv_1,1
a31oi_1,1
and2b_2,1
and4b_1,1
nand2_1,1
xor2_1,1
dfrtp_1,4
ha_1,1
## report_power, final
group	total, mW	leakage, nW	internal (mW)	switching (mW)
registers	0.109	0.0549	0.109	0
logic	0.00411	0.0652	0.00231	0.00180
clock network	0.135	0.0138	0.0896	0.0459
Power figures rest on the tool's default switching activity, not on a simulated workload.
