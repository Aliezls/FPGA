==> design.v <==
module clk_odd_div#(parameter Num_div=7)(input clk,
input rst,
output wire div);
reg[2:0] cnt1;
reg[2:0] cnt2;
reg div1,div2;
always @(posedge clk or negedge rst) begin
if(!rst)
cnt1<=0;
else if(cnt1<Num_div-1)
cnt1<=cnt1+1'b1;
else
cnt1<=0;
end
always @(posedge clk or negedge rst) begin
if(!rst)
div1<=1'b1;
else if(cnt1<Num_div/2)
div1<=1'b1;
else
div1<=1'b0;
end
always @(negedge clk or negedge rst) begin
    if(!rst)
       cnt2 <= 0;
    else if(cnt2 < Num_div - 1)
       cnt2 <= cnt2 + 1'b1;
    else 
       cnt2 <= 0;
end
always @(negedge clk or negedge rst) begin
    if(!rst)
        div2 <= 1'b1;
    else if(cnt2 < Num_div / 2) 
        div2 <= 1'b1;
    else
        div2 <= 1'b0;
end        
    assign div = div1 | div2;
endmodule
==> run.sh <==
#!/bin/bash
# OpenROAD 26Q1-2900-gdf79404cd8, Yosys 0.63+post, stock flow scripts
make -C /OpenROAD-flow-scripts/flow DESIGN_CONFIG=/design/flow/config.mk WORK_HOME=/design/flow/orfs finish
==> config.mk <==
export PLATFORM = sky130hd
export DESIGN_NAME = clk_odd_div
export DESIGN_NICKNAME = clk_odd_div
export VERILOG_FILES = /design/flow/design.v
export SDC_FILE = /design/flow/constraint.sdc
export NUM_CORES = 4
export LEC_CHECK = 1
export CORE_AREA = 10 10 70 70
export DIE_AREA = 0 0 80 80
==> constraint.sdc <==
current_design clk_odd_div

set clk_period 1.2
set clk_io_pct 0.2

create_clock -name clk0 -period $clk_period [get_ports {clk}]

set non_clock_inputs [all_inputs -no_clocks]
set_input_delay [expr $clk_period * $clk_io_pct] -clock clk0 $non_clock_inputs
set_output_delay [expr $clk_period * $clk_io_pct] -clock clk0 [all_outputs]
==> results_dict.tcl <==
# collected from the flow reports
set metrics [dict create \
    top_area_cell "dfrtn_1" \
    drtIter0Drc 15 \
    comb_power_share 0.025 \
    simple_gate_area_frac 0.05285 \
    hold_viol_final 0 \
    slowest_delay_ns 0.50 \
    finalMaxSlewViolations 0 \
    num-fill-cells 396 \
    syn2layout_area_growth_pct 39.84 \
    utilization 0.1260 \
    cts_buffers 3 \
    p_per_area_mw_per_mm2 1195 \
    ios 3 \
    path_clk_slew_ns 0.04 \
    core-area_sq_mm 0.003416 \
    clk_path_buf_depth 2 \
    synth_warnings 1 \
    cts_tree "done" \
    wl_per_cell_microns 5.842 \
    grt_pass1_wl_microns 765 \
    power.leakage_nw 0.1788 \
    xor_area_frac 0 \
    synthFlopType "dfrtp_1" \
    synth-async-reset-ratio 1.000 \
    cp.required_ns 0.96 \
    grt_pass1_vias 187 \
    worstPathMaxFanout 1 \
    cts.htree.levels 1 \
    critPathTopFamily "flip-flops" \
    synth-edff-count 0 \
    combGateArea_sq_um 103.9 \
    vias 185 \
    viasPerCell 2.434 \
    dp.cells 72 \
    post_cts_buffers 0 \
    finalClockSkew_ns 0.04478 \
    cpMaxStageDelayCell "dfstp_2" \
    synthMuxAreaShare 0.08130 \
    timing.critical_path.buf_inv 1 \
    ys_top_cells_by_area "dfrtn_1 (24%), dfrtp_1 (24%), dfstp_2 (17%), ha_1 (8.1%), a21oi_1 (6.5%)" \
    cp.arrival_ns 1.58 \
    synth.yosys.num_cells 22 \
    place_hpwl_microns 356.9 \
    gp_congestion 0.6055 \
    clock_sinks 8 \
    top_logic_kind "AND-OR/OR-AND gates" \
    grt_max_degree 6 \
    regArea_sq_um 202.7 \
    status "complete, but fails checks" \
    grt_use_total 0.01538 \
    avgSynthCellArea_sq_um 13.99 \
    setup_violations 1 \
    cap_violations 0 \
    cts_resized 3 \
    syn_area_sq_um 307.8 \
    fp_util 0.09011 \
    die_width_microns 80 \
    ant_nets 0 \
    power.share.clock 0.448 \
    rrSetupSlack_ns 0.20 \
    final_cells 76 \
    top_cell_area_share 0.2439 \
    die_area_sq_mm 0.006400 \
    top_cell "a21oi_1" \
    path_class "flip-flop to output port" \
    drt-pass1-iter-count 3 \
    rows 21 \
    numPortBuffers 2 \
    clk-insertion-delay-late_ns 0.30 \
    seqPwrFrac 0.527 \
    tightest_slew_ns 0.1275 \
    antennaDiodeCount 0 \
    warnings 29 \
    post-place-ws_ns -0.6820 \
    vdd_drop_max_uv 178.2 \
    die_y_microns 80 \
    cp-end-kind "output port" \
    start_kind "flip-flop" \
    antenna_found_initial 0 \
    maxSlewHeadroom 0.9125 \
    drive_above_1_share 0.3333 \
    fin_ws_ns -0.6175 \
    rsz0062_at_grt "true" \
    swShare 0.2031 \
    yosysChipArea_sq_um 307.8 \
    synth-adder-area-share 0.08130 \
    min_path_type "flip-flop to flip-flop" \
    postCtsHoldBufs 0 \
    violations "setup timing" \
    p_switching_w 0.0001045 \
    wl_microns 444 \
    cts-root-buf "clkbuf_4" \
    ys_seq_share 0.6585 \
    grt.overflow.total 0 \
    ys_sh_aoi 0.1138 \
    power.internal_w 0.0004098 \
    crit_chain "or2_4, buf_6" \
    drcViolationCount 0 \
    ys_seq_elements 8 \
    yosysUniqueCellTypes 12 \
    synth_cells 22 \
    synthTopCellsByCount "a21oi_1 (4), dfrtn_1 (3), dfrtp_1 (3)" \
]
==> flip-flops by register name, summed over array words and instances (netlist names) <==
register	flops
cnt1	3
div1	1
cnt2	3
div2	1
==> kinds of logic after synthesis <==
family                     Yosys count
and+or+nand+nor                      3
AOI/OAI and AO/OA                    6
DFF                                  8
muxes                                2
buffers and inverters                1
adders and majority gates            2
==> path summary, 6_finish.rpt <==
check	startpoint	depth (start not counted)	endpoint
worst max-delay path	div2	2	div
worst min-delay path	cnt2[0]	1	cnt2[0]
worst max register to register	cnt1[1]	2	cnt1[2]
worst min register to register	cnt2[0]	1	cnt2[0]
max in group asynchronous	rst	2	cnt2[0]
min in group asynchronous	rst	3	cnt1[0]
==> power groups by stage <==
stage | Combinational [W] | Sequential (W) | Clock (W)
final | 0.0000126 | 0.000271 | 0.000231
after global routing | 0.0000147 | 0.000271 | 0.000255
after CTS | 0.0000132 | 0.000271 | 0.000242
==> metrics by stage <==
step	total power, W	hold WS, ns	TNS [ns]	instance area (sq um)
finish	0.0005143	0.4001	-0.6175	430.4
global route	0.0005401	0.4228	-0.6694	430.4
CTS	0.0005266	0.4052	-0.6330	424.2
detailed placement	0.0002987	0.4048	-0.6910	402.9
global placement	0.0002982	0.3934	-0.6965	402.9
floorplan	0.0002857	-0.05559	-0.2138	310.3
==> metal layers <==
metal	wire, microns	global-route usage
met4	0	0.007042
met5	0	0
met2	181	0.01766
met3	76	0.01705
met1	187	0.01694
==> area by class of cell <==
cell class | instances | area share
Tap cell | 46 | 0.1337
Clock buffer | 4 | 0.06105
Sequential cell | 8 | 0.4709
Clock inverter | 1 | 0.008721
Multi-Input combinational cell | 13 | 0.2413
Timing Repair Buffer | 4 | 0.08430
==> cells in the final DEF, fill, tap and decap left out <==
| cell type | Yosys | layout |
|---|---|---|
| nor2_1 | 1 | 1 |
| clkbuf_4 | 0 | 3 |
| dfrtp_1 | 3 | 3 |
| mux2i_1 | 1 | 1 |
| buf_6 | 0 | 1 |
| dfstp_2 | 2 | 2 |
| ha_1 | 2 | 2 |
| clkdlybuf4s50_1 | 0 | 1 |
| a21oi_1 | 4 | 4 |
| mux2_4 | 1 | 1 |
| a21boi_0 | 2 | 2 |
| buf_4 | 0 | 2 |
| dfrtn_1 | 3 | 3 |
| inv_1 | 1 | 1 |
| clkbuf_1 | 0 | 1 |
| or2_4 | 0 | 1 |
| nand2b_1 | 1 | 1 |
Power and IR drop assume default switching activity.
